### ./design.v
module macish
(
	input [7:0] dataa,
	input [7:0] datab,
	input clk, aclr, clken, sload,
	output reg [15:0] adder_out
);
	reg  [15:0] dataa_reg, datab_reg;
	reg  sload_reg;
	reg	 [15:0] old_result;
	wire [15:0] multa;
	eightbitmultiplier MACISH(.i1(dataa_reg), .i2(datab_reg), .result(multa));
	always @ (adder_out, sload_reg)
	begin
		if (sload_reg)
			old_result <= 0;
		else
			old_result <= adder_out;
	end
	always @ (posedge clk or posedge aclr)
	begin
		if (aclr)
		begin
			dataa_reg <= 0;
			datab_reg <= 0;
			sload_reg <= 0;
			adder_out <= 0;
		end
		else if (clken)
		begin
			dataa_reg <= dataa;
			datab_reg <= datab;
			sload_reg <= sload;
			adder_out <= old_result + multa;
		end
	end
endmodule
module eightbitmultiplier
(
	input [7:0] i1,
	input [7:0] i2,
	output [15:0] result
);
wire [7:0] temp1;
wire [7:0] temp2;
wire [7:0] temp3;
wire [7:0] temp4;
fourbitmultiplier0 M1_4(.i1(i1[3:0]), .i2(i2[3:0]), .result(temp1));  
fourbitmultiplier1 M2_4(.i1(i1[3:0]), .i2(i2[7:4]), .result(temp2));  
fourbitmultiplier2 M3_4(.i1(i1[7:4]), .i2(i2[3:0]), .result(temp3));  
fourbitmultiplier3 M4_4(.i1(i1[7:4]), .i2(i2[7:4]), .result(temp4));  
assign result = temp1 + (temp2 << 4) + (temp3 << 4) + (temp4 << 8);
endmodule
module fourbitmultiplier0
(
	input [3:0] i1,
	input [3:0] i2,
	output [7:0] result
);
wire [3:0] temp1;
wire [3:0] temp2;
wire [3:0] temp3;
wire [3:0] temp4;
M4 M1_2(.i1(i1[1:0]), .i2(i2[1:0]), .result(temp1));  
M1 M2_2(.i1(i1[1:0]), .i2(i2[3:2]), .result(temp2));  
M1 M3_2(.i1(i1[3:2]), .i2(i2[1:0]), .result(temp3));  
M1 M4_2(.i1(i1[3:2]), .i2(i2[3:2]), .result(temp4));  
assign result = temp1 + (temp2 << 2) + (temp3 << 2) + (temp4 << 4);
endmodule
module fourbitmultiplier1
(
	input [3:0] i1,
	input [3:0] i2,
	output [7:0] result
);
wire [3:0] temp1;
wire [3:0] temp2;
wire [3:0] temp3;
wire [3:0] temp4;
M1 M1_2(.i1(i1[1:0]), .i2(i2[1:0]), .result(temp1));  
M1 M2_2(.i1(i1[1:0]), .i2(i2[3:2]), .result(temp2));  
M4 M3_2(.i1(i1[3:2]), .i2(i2[1:0]), .result(temp3));  
M1 M4_2(.i1(i1[3:2]), .i2(i2[3:2]), .result(temp4));  
assign result = temp1 + (temp2 << 2) + (temp3 << 2) + (temp4 << 4);
endmodule
module fourbitmultiplier2
(
	input [3:0] i1,
	input [3:0] i2,
	output [7:0] result
);
wire [3:0] temp1;
wire [3:0] temp2;
wire [3:0] temp3;
wire [3:0] temp4;
M1 M1_2(.i1(i1[1:0]), .i2(i2[1:0]), .result(temp1));  
M1 M2_2(.i1(i1[1:0]), .i2(i2[3:2]), .result(temp2));  
M1 M3_2(.i1(i1[3:2]), .i2(i2[1:0]), .result(temp3));  
M1 M4_2(.i1(i1[3:2]), .i2(i2[3:2]), .result(temp4));  
assign result = temp1 + (temp2 << 2) + (temp3 << 2) + (temp4 << 4);
endmodule
module fourbitmultiplier3
(
	input [3:0] i1,
	input [3:0] i2,
	output [7:0] result
);
wire [3:0] temp1;
wire [3:0] temp2;
wire [3:0] temp3;
wire [3:0] temp4;
M3 M1_2(.i1(i1[1:0]), .i2(i2[1:0]), .result(temp1));  
M4 M2_2(.i1(i1[1:0]), .i2(i2[3:2]), .result(temp2));  
M1 M3_2(.i1(i1[3:2]), .i2(i2[1:0]), .result(temp3));  
M4 M4_2(.i1(i1[3:2]), .i2(i2[3:2]), .result(temp4));  
assign result = temp1 + (temp2 << 2) + (temp3 << 2) + (temp4 << 4);
endmodule
module M1
(
	input [1:0] i1,
	input [1:0] i2,
	output [3:0] result
);
wire [3:0] temp;
assign temp[0] = i1[0] & i2[1];
assign temp[1] = i1[1] & i2[0];
assign temp[2] = temp[0] & temp[1];
assign temp[3] = i1[1] & i2[1];
assign result  = {temp[2] , (temp[2] ^ temp[3]), (temp[0] ^ temp[1]), temp[2]};
endmodule
module M3
(
	input [1:0] i1,
	input [1:0] i2,
	output [3:0] result
);
reg [3:0] temp;
always @ ( i1, i2 ) begin
	temp[0]  <= i1[0] & i2[0];
	temp[1]  <= i1[0] & i2[1];
	temp[2]  <= i1[1] & i2[0];
	temp[3]  <= i1[1] & i2[1];
end
assign result   = {(temp[3] & temp[0]) , (temp[3] & ( ~ temp[0])) , (temp[1] | temp[2]) , temp[0]};
endmodule
module M4
(
	input [1:0] i1,
	input [1:0] i2,
	output [3:0] result
);
wire [9:0] temp;
assign temp[0]  = i1[1] & i2[1];  
assign temp[1]  = i1[0] & i2[0];  
assign temp[6]  = i2[0] & ~ i1[0];
assign temp[2]  = temp[6] & i1[1];  
assign temp[7]  = i2[1] & ~ i1[1];
assign temp[3]  = temp[7] & i1[0];  
assign temp[8]  = temp[1] & i1[1];
assign temp[4]  = temp[8] & ~ i2[1];  
assign temp[9]  = temp[1] & ~ i1[1];
assign temp[5]  = temp[9] & i2[1];  
assign result   = {(temp[0] & temp[1]) , (temp[0]) , ( temp[2] | temp[3] | temp[4] | temp[5]) , (temp[1])};
endmodule
### ./run.sh
#!/bin/bash
# OpenROAD 26Q1-2900-gdf79404cd8, Yosys 0.63+post, stock flow scripts
make -C /OpenROAD-flow-scripts/flow DESIGN_CONFIG=/design/flow/config.mk WORK_HOME=/design/flow/orfs finish
### ./config.mk
export PLATFORM = sky130hd
export DESIGN_NAME = macish
export DESIGN_NICKNAME = macish
export VERILOG_FILES = /design/flow/design.v
export SDC_FILE = /design/flow/constraint.sdc
export NUM_CORES = 4
export LEC_CHECK = 1
export CORE_UTILIZATION = 50
### ./constraint.sdc
current_design macish

set clk_period 8.1
set clk_io_pct 0.2

create_clock -name clk0 -period $clk_period [get_ports {clk}]

set non_clock_inputs [all_inputs -no_clocks]
set_input_delay [expr $clk_period * $clk_io_pct] -clock clk0 $non_clock_inputs
set_output_delay [expr $clk_period * $clk_io_pct] -clock clk0 [all_outputs]
==> job_summary.md <==
## Synthesis and layout report

| Metric | Value |
|---|---|
| Synthesized netlist cell count | `about 430` |
| Synth Flop Type | `dfrtp_1` |
| Clk latency of the worst-skew pair | `around 0.29 ns` |
| Area growth syn-to-layout | `12.7%` |
| Post-route DRC | `0` |
| PwrDens | `approximately 390 nW/um^2` |
| CTS sink count | `33` |
| Critical-path cell list | `and2_1, ha_1, xor2_1, fa_1, inv_1, fa_1, a21o_1, a21oi_1, xnor2_1, ha_1, nand2_1, o21ai_0, nand3_1, xor2_1, fa_1, fa_1, inv_1, ha_1, and2_1, a21oi_1, o21a_1, o21ai_0, xor2_1, mux2_2` |
| First-pass GRT wire length | `about 13000 um` |
| Worst Path Required | `between 8 and 9 ns` |
| CTS Buf Count | `5` |
| Post-CTS Setup Bufs | `0` |
| FP Rows | `32` |
| Root Driver | `clkbuf_8` |
| # Cells Yosys | `between 400 and 500` |
| Hold_buf cts | `0` |
| Top cells by area | `dfrtp_1, ha_1, fa_1` |
| Die ar. | `8720 um^2` |
| Net Sw Frac | `0.457` |
| Min cycle time layout | `a little over 6 ns` |
| Max Cap Viol | `0` |
| Async SR Flop Fraction | `1.00` |
| CTS tree | `built` |
| Via density per instance | `about 5` |
| Max H-tree Level | `2` |
| Outcome | `complete, no violations` |
| Port bufs | `35` |
| Synthesized cell area | `4170 um^2` |
| Top cells by count | `ha_1, inv_1, fa_1` |
| Final WS setup | `between 1.5 and 2 ns` |
| Dpl hpwl | `slightly above 6000 um` |
| Reg-to-reg setup timing slack | `about 2 ns` |
| Vias in the first global route | `2897` |
| Final WL | `between 7000 and 8000 um` |
| Max FO, Critical Path | `11` |
| Die H | `around 93 um` |
| Crit path DAT | `6.33 ns` |
| Pins Over Slew Limit | `0` |
| Register area share after synthesis | `0.198` |
| Worst IR Drop VDD | `249 uV` |
| Max reg flops | `16` |
| Worst hold path class | `register to register` |
| Syn avg cell area | `between 9 and 10 um^2` |
| Final period util | `0.760` |
| Setup Total Neg Slack | `0 ns` |
| Max incr delay on CP | `roughly 0.54 ns` |
| Cell leakage power | `2.38 nW` |
| Gpl congestion | `0.842` |
| Critical path capture point type | `register` |
| Number of enable flip-flop cells | `0` |
| # IOs | `36` |
| Init Core Util | `0.529` |
| Core area | `between 7000 and 8000 um^2` |
| DRT antenna net count | `0` |
| Crit Path Class | `register to register` |
| CTS clk-pin slew, worst paths | `roughly 0.080 ns` |
| Top delay family on crit path | `adder cells` |
| Cells on worst reg2reg path | `24` |
| Post-CTS sizing | `0` |
| Comb pwr share | `0.784` |
| Number of cells on the critical path | `24` |
| Largest net degree at the start of global routing | `37` |
| Ys flops | `33` |
| Die X-Extent | `93.4 um` |
| Yosys warning count | `4` |
| Most frequent cell after synthesis | `ha_1` |
| Setup violators final | `0` |
| Worst Clk Skew | `0.0101 ns` |
| Initial antenna violation count | `0` |
| Crit path launch type | `register` |
| Worst-margin pin slew | `0.563 ns` |
| Clock power frac | `0.067` |
| Area leader share | `0.198` |
| Ant diodes | `0` |
| Util after Layout | `0.596` |
| Slowest-stage cell, CP | `fa_1` |
| Routed length per placed instance | `~14 um` |
| Fmax | `about 0.16 GHz` |
| CTS Buffer Depth | `2` |
| Initial DRC count | `~50` |
| Sequential share of power | `0.149` |
| DR vias | `2778` |
| Layout cell share with drive strength beyond 1 | `0.117` |
| Top cell by count, worst path | `fa_1` |
| Yosys stat area | `4170 um^2` |
| Final hold vios | `0` |
| Post-synth cell types | `34` |
| OpenROAD warning count | `25` |
| Pwr Total | `1.85 mW` |
| Filler cell count | `between 600 and 700` |
| All-Layer GR Usage | `0.205` |
| Synth area leader | `dfrtp_1` |
| Fin cells | `between 500 and 600` |
| RSZ-0062 raised after global routing | `false` |
| Dpl cells | `roughly 550` |
| Pre-antenna DRT Iters | `5` |
| Hold depth | `1` |
| Place WS | `between 1.5 and 2 ns` |
| Worst Path Buf+Inv | `2` |
| Internal cell power | `between 1 and 1.5 mW` |
| Grt ovf | `0` |
| Psw | `between 0.8 and 0.9 mW` |
| Max-slew headroom | `0.625` |
through the flow:
| stage | instance area [um^2] | hold WS (ns) |
|---|---|---|
| after floorplan | 4170 | 0.472 |
| after global placement | 4620 | 0.510 |
| after detailed placement | 4620 | 0.521 |
| after CTS | 4700 | 0.540 |
| after global routing | 4700 | 0.552 |
| final | 4700 | 0.533 |
cells by family (layout without fill, tap and decap cells):
kind of cell	Yosys count	after routing	share of synthesized area
mux	30	30	0.0818
compound gates	60	60	0.0947
flops	33	33	0.198
buf+inv	70	103	0.0632
fa+ha+maj	95	95	0.348
xor+xnor	44	44	0.0923
simple gates	95	95	0.122
power groups by stage:
stage	combinational, mW	clock [mW]	sequential (mW)
4_1_cts	1.46	0.132	0.276
5_1_grt	1.68	0.139	0.285
6_report	1.45	0.125	0.275
placed cells by master (no fill, tap or decap), drive strengths merged:
| cell type | synthesis | layout |
|---|---|---|
| a211oi | 1 | 1 |
| clkbuf | 8 | 6 |
| o21ai | 9 | 9 |
| clkinv | 0 | 2 |
| a21oi | 27 | 27 |
| nor2 | 7 | 7 |
| and3 | 1 | 1 |
| nand3 | 8 | 8 |
| nand2b | 9 | 9 |
| buf | 4 | 2 |
| fa | 35 | 35 |
| and2b | 6 | 6 |
| a22oi | 1 | 1 |
| clkdlybuf4s50 | 0 | 35 |
| dfrtp | 33 | 33 |
| xnor2 | 27 | 27 |
| o21bai | 1 | 1 |
| nand2 | 30 | 30 |
| mux2 | 30 | 30 |
| nor2b | 3 | 3 |
| ha | 60 | 60 |
| xor2 | 17 | 17 |
| and2 | 28 | 28 |
| o21a | 6 | 6 |
| a221oi | 1 | 1 |
| nand3b | 1 | 1 |
| o211ai | 2 | 2 |
| inv | 58 | 58 |
| a21o | 12 | 12 |
| nand4 | 2 | 2 |
final timing paths:
check / end / from
setup / recovery: adder_out[14]$_DFFE_PP0P_ / dataa_reg[1]$_DFFE_PP0P_
hold / removal: adder_out[1]$_DFFE_PP0P_ / adder_out[1]$_DFFE_PP0P_
setup reg to reg: adder_out[14]$_DFFE_PP0P_ / dataa_reg[1]$_DFFE_PP0P_
hold reg to reg: adder_out[1]$_DFFE_PP0P_ / adder_out[1]$_DFFE_PP0P_
max in group asynchronous: adder_out[2]$_DFFE_PP0P_ / aclr
min in group asynchronous: dataa_reg[6]$_DFFE_PP0P_ / aclr
worst reg2reg max path, delay by kind of cell (launching register included):
kind,cells,cell delay [ns]
buf+inv,2,0.11
xor+xnor,4,0.63
simple gates,4,0.58
compound gates,6,1.04
mux,1,0.26
flops,1,0.49
fa+ha+maj,7,2.93
layout make-up:
class                           count  area, um^2  share of cell area
Clock buffer                        6        72.6              0.0154
Clock inverter                      2        10.0             0.00213
Inverter                           58         218              0.0463
Multi-Input combinational cell    324        3080               0.656
Sequential cell                    33         826               0.176
Tap cell                          102         128              0.0271
Timing Repair Buffer               37         365              0.0777
metal layers:
metal / wire (um) / share of wire / GRT usage / vias up
li1: - / - / - / 1457
met2: 3220 / 0.42 / 0.309 / 44
met4: 74 / 0.0097 / 0.0218 / 0
met1: 4050 / 0.53 / 0.341 / 1273
met3: 255 / 0.034 / 0.0256 / 4
met5: 0 / 0 / 0 / -
Power and IR drop assume default switching activity.
